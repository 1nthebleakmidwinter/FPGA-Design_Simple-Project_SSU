===== design/flow/config.mk =====
export PLATFORM = sky130hd
export DESIGN_NAME = key_pad
export DESIGN_NICKNAME = key_pad
export VERILOG_FILES = /design/flow/design.v
export SDC_FILE = /design/flow/constraint.sdc
export NUM_CORES = 4
export LEC_CHECK = 1
export CORE_AREA = 10 10 78 78
export DIE_AREA = 0 0 88 88

===== design/flow/constraint.sdc =====
current_design key_pad

set clk_period 1.0
set clk_io_pct 0.2

create_clock -name clk0 -period $clk_period [get_ports {clk}]

set non_clock_inputs [all_inputs -no_clocks]
set_input_delay [expr $clk_period * $clk_io_pct] -clock clk0 $non_clock_inputs
set_output_delay [expr $clk_period * $clk_io_pct] -clock clk0 [all_outputs]

===== design/flow/design.v =====
module key_pad
(
input	rst						,
input	clk						,	 
input	[4:0]	key_v			,	 
input	[3:0]	key_column_in	,	 
output	reg [4:0]	key_row_out		 
);
always@(negedge rst, posedge clk)
	if (rst == 0)
		key_row_out <= 5'b11111; 
	else if (key_v >= 26)
		key_row_out <= 5'b11111; 
	else	
		if 	  	(key_column_in == 4'b1110)		 
			if 	  	(key_v == 01)	key_row_out <= 5'b11110;
			else if (key_v == 02)	key_row_out <= 5'b11101;
			else if (key_v == 03)	key_row_out <= 5'b11011;
			else if (key_v == 04)	key_row_out <= 5'b10111;
			else if (key_v == 05)	key_row_out <= 5'b01111;
			else if (key_v == 21)	key_row_out <= 5'b01110;
			else if (key_v == 25)	key_row_out <= 5'b11110;
			else					key_row_out <= 5'b11111;
		else if (key_column_in == 4'b1101)		 
			if 	  	(key_v == 06)	key_row_out <= 5'b11110;
			else if (key_v == 07)	key_row_out <= 5'b11101;
			else if (key_v == 08)	key_row_out <= 5'b11011;
			else if (key_v == 09)	key_row_out <= 5'b10111;
			else if (key_v == 10)	key_row_out <= 5'b01111;
			else if (key_v == 22)	key_row_out <= 5'b01110;
			else if (key_v == 25)	key_row_out <= 5'b11110;
			else					key_row_out <= 5'b11111;
		else if (key_column_in == 4'b1011)		 
			if 	  	(key_v == 11)	key_row_out <= 5'b11110;
			else if (key_v == 12)	key_row_out <= 5'b11101;
			else if (key_v == 13)	key_row_out <= 5'b11011;
			else if (key_v == 14)	key_row_out <= 5'b10111;
			else if (key_v == 15)	key_row_out <= 5'b01111;
			else if (key_v == 23)	key_row_out <= 5'b01110;
			else					key_row_out <= 5'b11111;
		else if (key_column_in == 4'b0111)		 
			if 	  	(key_v == 16)	key_row_out <= 5'b11110;
			else if (key_v == 17)	key_row_out <= 5'b11101;
			else if (key_v == 18)	key_row_out <= 5'b11011;
			else if (key_v == 19)	key_row_out <= 5'b10111;
			else if (key_v == 20)	key_row_out <= 5'b01111;
			else if (key_v == 24)	key_row_out <= 5'b01110;
			else					key_row_out <= 5'b11111;
		else						key_row_out <= 5'b11111;
endmodule

===== design/flow/run.sh =====
#!/bin/bash
# OpenROAD 26Q1-2900-gdf79404cd8, Yosys 0.63+post, stock flow scripts
make -C /OpenROAD-flow-scripts/flow DESIGN_CONFIG=/design/flow/config.mk WORK_HOME=/design/flow/orfs finish

==> impl_metrics.tcl <==
# metrics dict for downstream scripts
set metrics [dict create \
    outcome "finished, violations left" \
    violations "negative setup slack" \
    synth_cell_types 36 \
    critPathMaxFanout 2 \
    io_pins 16 \
    antenna_left 0 \
    grt_pass1_wl_um 3570 \
    num_antenna_cells 0 \
    cts_buffer_depth 2 \
    dieArea_um2 7740 \
    grt_max_degree 11 \
    io_buffers 15 \
    coreArea_um2 4410 \
    initial_core_util 0.141 \
    antenna_found_initial 0 \
    critical_path_class "in2reg" \
    logic_family "simple AND/OR/NAND/NOR gates" \
    vias 817 \
    seqCellArea_um2 131 \
    setup_tns_ps -841 \
    gp_congestion 0.929 \
    synth_top_flop_cell "dfstp_2" \
    p_per_area_nw_per_um2 789 \
    ys_sh_xor 0.0141 \
    maxSlewViolCount 0 \
    routed_wl_um 2100 \
    fa_ha_area_frac 0 \
    syn_area_um2 621 \
    grt_pass1_vias 757 \
    rows 24 \
    start_kind "input port" \
    cap_violations 0 \
    drt-pass1-iter-count 4 \
    synthArstFlopShare 1.00 \
    dp.final_hpwl_um 1580 \
    required_ps 1140 \
    yosys_warnings 1 \
    warnings 28 \
    gr-total-overflow 0 \
    largest_register_ffs 5 \
    clk_pin_slew_worst_paths_ps 30 \
    via_per_inst 4.62 \
    track_usage 0.0553 \
    wl_per_cell_um 11.8 \
    postSynthAreaPerCell_um2 7.30 \
    fin_crit_ps 1230 \
    top_register "key_row_out" \
    clock.fmax_mhz 815 \
    drive_above_1_share 0.520 \
    synthCells 85 \
    relSlewSlack 0.753 \
    worstMarginPinSlew_ps 366 \
    reg_top3 "key_row_out: 5 flops" \
    endpoint_kind "register" \
    layout_setup_ws_ps -227 \
    rsz0062_at_grt "true" \
    die_x_um 88 \
    ys_sh_simple 0.399 \
    fin_crit_sh 1.23 \
    ys.flops 5 \
    place_inst 167 \
    arrival_ps 1360 \
    final_cell_area_um2 1100 \
    die_h_um 88 \
    edf_count 0 \
    yosys_area_um2 621 \
    fillCellCount 450 \
    synth_compound_gate_area_share 0.300 \
    dpl_cell_area_um2 998 \
    area_growth_pct 76.8 \
    cts_tree "yes" \
    drc 0 \
    layout.cells.non_filler 177 \
    comb_area_um2 512 \
    finalSetupViolCount 8 \
    numCtsBuffers 3 \
    hp-class "in2async" \
    synthMuxAreaShare 0 \
    vdd_drop_max_uv 287 \
    synth_seq_share 0.212 \
    hold_viol 0 \
    drt_iter0_drc 74 \
    htreeDepth 1 \
    yosys-stat-cells 85 \
    p_leak_nw 0.443 \
    clock-sinks 5 \
    clockRootBuffer "clkbuf_8" \
]
[cells in the final DEF (no fill, tap or decap), types with 3 or more instances in the layout]
master    count
a21oi_1       5
a21oi_2       3
a31oi_1       3
and4b_2       4
buf_2         8
buf_4        23
buf_6         6
clkbuf_8      3
dfstp_2       5
inv_1         3
nand2_1       7
nand3_1       4
nand4b_1      3
nor2_1        4
nor2b_1       3
o211ai_1      3
[Yosys cell counts (3+ instances only)]
library cell | number | area [µm²]
a21oi_1 | 8 | 40.0
nand2_1 | 7 | 26.3
dfstp_2 | 5 | 131
nor2_1 | 5 | 18.8
o21ai_0 | 5 | 25.0
and4b_2 | 4 | 45.0
buf_2 | 4 | 20.0
inv_1 | 4 | 15.0
nand3_1 | 4 | 20.0
a31oi_1 | 3 | 18.8
clkbuf_1 | 3 | 11.3
nand4b_1 | 3 | 26.3
nor2b_1 | 3 | 18.8
o211ai_1 | 3 | 22.5
[power breakdown]
| group | total [W] | switching (W) | internal [W] |
|---|---|---|---|
| Sequential | 0.000217 | 0.00000130 | 0.000215 |
| Clock | 0.000363 | 0.0000906 | 0.000273 |
| Combinational | 0.000286 | 0.000138 | 0.000147 |
[routing by layer]
layer | GRT usage | vias to the layer above | part of all wire
met3 | 0.0187 | 2 | 0.10
met4 | 0.00290 | 0 | 0.0029
met5 | 0 | - | 0
met2 | 0.0800 | 33 | 0.43
li1 | - | 408 | -
met1 | 0.0811 | 374 | 0.46
[how the worst max path moves through the flow]
stage | from | endpoint | slack [ps]
finish | key_column_in[3] | key_row_out[1] | -230
global route | key_column_in[3] | key_row_out[1] | -260
CTS | key_column_in[3] | key_row_out[1] | -280
[worst max-delay path, cell delays in order]
cell and delay [ps]:
buf_6 90, nand4b_1 190, buf_4 160, or4_4 410, a21o_1 200, o2bb2ai_1 120
[logic make-up after synthesis]
| group | Yosys count |
|---|---|
| buffers and inverters | 11 |
| DFF | 5 |
| AOI/OAI and AO/OA | 29 |
| and+or+nand+nor | 39 |
| xor gates and xnor gates | 1 |
[cell type report]
type                            count  area share
Clock buffer                        4      0.0410
Inverter                            4      0.0137
Multi-Input combinational cell     69       0.466
Sequential cell                     5       0.120
Tap cell                           52      0.0593
Timing Repair Buffer               43       0.300
[what timing repair did]
| item | 4_1_cts | 5_1_grt |
|---|---|---|
| endpoints found under the setup margin | 10 | 10 |
| pin swaps | 11 | 9 |
| gates resized | 46 | 13 |
| buffers inserted | 6 | 0 |
| hold buffers | 0 | 0 |
| endpoints found under the hold margin | 0 | 0 |
[through the flow]
stage	utilization	setup slack, ps	hold WS [ps]	total power [W]
after floorplan	-	-190	52.2	0.000336
after global placement	0.226	-768	656	0.000487
after detailed placement	0.226	-742	657	0.000485
after CTS	0.245	-280	429	0.000867
after global routing	0.249	-255	462	0.000920
final	0.249	-227	419	0.000866
Power and IR drop assume default switching activity.
